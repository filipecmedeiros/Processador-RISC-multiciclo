`flow/run.sh`:
```
#!/bin/bash
# OpenROAD 26Q1-2900-gdf79404cd8, Yosys 0.63+post, stock flow scripts
make -C /OpenROAD-flow-scripts/flow DESIGN_CONFIG=/design/flow/config.mk WORK_HOME=/design/flow/orfs finish
```
`flow/config.mk`:
```
export PLATFORM = sky130hd
export DESIGN_NAME = Mux_2Bits_ALUsrcB
export DESIGN_NICKNAME = Mux_2Bits_ALUsrcB
export VERILOG_FILES = /design/flow/design.v
export SDC_FILE = /design/flow/constraint.sdc
export NUM_CORES = 4
export LEC_CHECK = 1
export CORE_UTILIZATION = 30
```
`flow/constraint.sdc`:
```
current_design Mux_2Bits_ALUsrcB

set clk_period 5.1
set clk_io_pct 0.2

create_clock -name clk0 -period $clk_period

set non_clock_inputs [all_inputs -no_clocks]
set_input_delay [expr $clk_period * $clk_io_pct] -clock clk0 $non_clock_inputs
set_output_delay [expr $clk_period * $clk_io_pct] -clock clk0 [all_outputs]
```
`flow/design.v`:
```
module Mux_2Bits_ALUsrcB(input [31:0]entrada1, input [31:0]entrada2, input [31:0]entrada3, input [1:0]ALUsrcB, output logic [31:0]saida);
	always@(*) begin
		if(ALUsrcB == 2'b00) begin 				 
			saida = entrada1; 
		end else if(ALUsrcB == 2'b01) begin  	 
			saida = {29'b0,3'b100}; 	 			 
		end else if(ALUsrcB == 2'b10) begin  	 
			saida = entrada2;
		end else if(ALUsrcB == 2'b11) begin 	 
			saida = entrada3;
	end	
	end
endmodule
```
==> flow_metrics.env <==
# yosys + openroad results
export IMPL_status="completed"
export IMPL_synthToLayoutAreaGrowth_pct=108
export IMPL_setup_viol=0
export IMPL_hold_buffers=0
export IMPL_grt_pass1_wl_mm=5.33
export IMPL_portBuffers=130
export IMPL_p_leak_uw=0.00114
export IMPL_place_congestion=0.780
export IMPL_largest_register_ffs=32
export IMPL_endpoint_kind="primary output"
export IMPL_fp_util_pct=31.6
export IMPL_area_leaders="dlxtn_1, mux2i_1, o2bb2ai_1"
export IMPL_die_area_sq_um=4510
export IMPL_rows=23
export IMPL_rsz0062_at_grt="no"
export IMPL_crit_required_ns=4.08
export IMPL_crit_type="primary input to primary output"
export IMPL_avgSynthCellArea_sq_um=11.5
export IMPL_grt_pass1_vias=1091
export IMPL_yosysWarnings=1
export IMPL_fmax_mhz=227
export IMPL_power_density_nw_per_um2=66.1
export IMPL_io_pins=130
export IMPL_die_width_um=67.2
export IMPL_maxSlewViolCount=0
export IMPL_layout_drive_gt1_share_pct=6.11
export IMPL_grtUsageMet2_pct=27.1
export IMPL_final_antenna_net_count=0
export IMPL_grt_overflow_total=0
export IMPL_via_count=1295
export IMPL_warnings=33
export IMPL_core_area_sq_um=4030
export IMPL_antenna_found_initial=0
export IMPL_crit_fanout=33
export IMPL_ys_types=12
export IMPL_cp_startpoint="ALUsrcB[0]"
export IMPL_grt_max_degree=34
export IMPL_syn_area_sq_um=1270
export IMPL_worstMarginPinSlew_ns=0.558
export IMPL_peakVddDrop_mv=0.0487
export IMPL_untimed_endpoints=32
export IMPL_fin_crit_sh_pct=86.5
export IMPL_yosys_stat_cells=111
export IMPL_post_route_min_period_ns=4.41
export IMPL_fin_tns_setup_ns=0
export IMPL_yosys_area_sq_um=1270
export IMPL_top_area_share_pct=37.7
export IMPL_post_cts_buffers=0
export IMPL_globalRoute_busiestLayer="met2"
export IMPL_drt_iter0_markers=48
export IMPL_unclocked_pins=32
export IMPL_use_met3_pct=4.45
export IMPL_drt_pass1_iter_count=2
export IMPL_relSlewSlack_pct=62.8
export IMPL_drt_total_wl_mm=3.72
export IMPL_gr_usage_all_layers_pct=15.7
export IMPL_yosysTopAreaCell="dlxtn_1"
export IMPL_gr_usage_met1_pct=20.9
export IMPL_ys_ff=32
export IMPL_cts_resized=0
export IMPL_wire_per_inst_um=11.9
export IMPL_avgViaCountPerCell=4.15
export IMPL_place_hpwl_mm=2.98
export IMPL_drc=0
export IMPL_antenna_cells=0
export IMPL_cap_violations=0
export IMPL_die_h_um=67.2
export IMPL_netlist_instances=111
export IMPL_critPathLaunchType="primary input"
export IMPL_cp_arrival_ns=3.39
export IMPL_finalHoldViolations=0
==> synth_stat cells, drive strengths merged <==
library cell / n
mux2: 1
clkbuf: 2
buf: 10
a2bb2oi: 1
o2bb2ai: 31
inv: 1
mux2i: 31
and2: 1
conb: 1
dlxtn: 32
==> cell type report <==
class	count	area, sq um
timing repair buffer	132	1310
inverter	1	3.75
fill	347	1370
sequential	32	480
multi-input combinational	97	800
tap	50	62.6
==> logic make-up after synthesis <==
logic type	share of synthesized area, %
latches	37.7
AOI/OAI and AO/OA	27.4
and+or+nand+nor	0.687
buffers and inverters	8.73
muxes	25.2
other	0.294
==> cell usage in the layout (no fill, tap or decap), drive strengths merged <==
master,synthesis,layout
conb,1,32
mux2i,31,31
mux2,1,1
dlxtn,32,32
and2,1,1
buf,10,3
inv,1,1
clkdlybuf4s50,0,129
o2bb2ai,31,31
a2bb2oi,1,1
==> metrics by stage <==
step | cell area (sq um) | utilization [%] | std cells | setup slack [ns] | total power (uW)
2_1_floorplan | 1390 | - | 142 | 2.14 | 79.3
3_3_place_gp | 2660 | 66.0 | 312 | 0.669 | 176
3_5_place_dp | 2660 | 66.0 | 312 | 0.661 | 177
4_1_cts | 2660 | 66.0 | 312 | 0.652 | 178
5_1_grt | 2660 | 66.0 | 312 | 0.565 | 189
6_report | 2660 | 66.0 | 312 | 0.688 | 176
==> routing by layer <==
layer / vias to the layer above / wire length, um
met5: - / 0
li1: 688 / -
met3: 0 / 444
met2: 68 / 1730
met4: 0 / 0
met1: 539 / 1550
==> power by group <==
| group | internal [uW] | switching, uW | leakage, uW |
|---|---|---|---|
| registers | 24.3 | 2.45 | 0.000255 |
| logic | 107 | 41.5 | 0.000887 |
| clock network | 0 | 0 | 0 |
==> critical path, stage by stage <==
cell and delay (ns):
clkdlybuf4s50_1 0.45, buf_4 0.38, and2_4 0.53, o2bb2ai_1 0.16, dlxtn_1 0.35, clkdlybuf4s50_1 0.49
==> worst max path at each step <==
stage	cells past startpoint	endpoint	slack (ns)
finish	6	saida[5]	0.69
CTS	6	saida[5]	0.65
global route	6	saida[5]	0.56
Power and IR drop assume default switching activity.
