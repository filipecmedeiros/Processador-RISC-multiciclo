### flow/constraint.sdc
current_design Mux_2Bits_Iord

set clk_period 3.3
set clk_io_pct 0.2

create_clock -name clk0 -period $clk_period

set non_clock_inputs [all_inputs -no_clocks]
set_input_delay [expr $clk_period * $clk_io_pct] -clock clk0 $non_clock_inputs
set_output_delay [expr $clk_period * $clk_io_pct] -clock clk0 [all_outputs]
### flow/config.mk
export PLATFORM = sky130hd
export DESIGN_NAME = Mux_2Bits_Iord
export DESIGN_NICKNAME = Mux_2Bits_Iord
export VERILOG_FILES = /design/flow/design.v
export SDC_FILE = /design/flow/constraint.sdc
export NUM_CORES = 4
export LEC_CHECK = 1
export CORE_AREA = 10 10 79 79
export DIE_AREA = 0 0 89 89
### flow/run.sh
#!/bin/bash
# OpenROAD 26Q1-2900-gdf79404cd8, Yosys 0.63+post, stock flow scripts
make -C /OpenROAD-flow-scripts/flow DESIGN_CONFIG=/design/flow/config.mk WORK_HOME=/design/flow/orfs finish
### flow/design.v
module Mux_2Bits_Iord(input [31:0]pc, input [31:0]aluout, input [1:0]Iord, output logic [31:0]saida);
	always@(*) begin
		if(Iord == 2'b00) begin 			
			saida = pc;  					 
		end else if(Iord == 2'b01) begin 	
			saida = {24'b0,8'b11111110}; 		 
		end else if(Iord == 2'b10) begin
			saida = {24'b0,8'b11111111}; 		 
		end else if(Iord == 2'b11) begin
			saida = aluout; 					 
		end
	end	
endmodule 
==> results.cfg <==
; yosys + openroad results
[layout]
postLayoutCellArea_um2 = 1980
drive_gt1_share_pct = 2.48
seq_area_um2 = 480
logic_area_um2 = 454
largest_reg_flops = 32
layoutNonFillerInstCount = 256
area_delta_synth_final_pct = 132
fillers = 478

[die]
die_x_um = 89
core_um2 = 4660
ios = 98
dieHeight_um = 89
initCoreUtil_pct = 18.3
die_area_um2 = 7920
rows = 25

[grt]
met3_usage_pct = 4.50
grt_max_degree = 13
gr-total-overflow = 0
grt_pass1_vias = 989
gr-usage-met2_pct = 13.5
grt_antenna_before_repair = 0
top_usage_layer = met2
grtUsageMet1_pct = 9.83
grt_pass1_wl_um = 5050
grt_usage_pct = 8.19

[synth]
top_logic_kind = AND-OR/OR-AND gates
synth-seq-cells = 32
aoi_share_pct = 32.5
xor_share_pct = 0
postSynthAreaPerCell_um2 = 11.1
yosys_warnings = 1
mux_share_pct = 0
netlist-cell-type-count = 11
synth_chip_area_um2 = 852
yosysCellCount = 77
simple_gate_area_share_pct = 3.52
fa_ha_area_share_pct = 0
synth_cells = 77
syn_area_um2 = 852

[worst_setup_path]
cp_max_fo = 12
cp_num_buf_inv = 2
end_kind = primary output
crit_type = in2out
crit_path_start_kind = input port
crit_path_max_incr_delay_ps = 470
critPathTopFamily = buffers and inverters
cp_data_arrival_time_ps = 2470
cp_slowest_cell = dlygate4sd2_1
crit_chain = dlygate4sd2_1, and2_4, a22o_1, dlxtn_1, clkdlybuf4s50_1
cp_data_required_time_ps = 2640

[sta]
period_needed_ps = 3130
setup-tns-final_ps = 0
fmax_mhz = 320
finalSetupViolCount = 0
unclocked_pins = 32
rsz0062_at_grt = false
fin_crit_sh_pct = 94.7
hold_violations = 0
slew_violations = 0
untimed_endpoints = 32

[pwr]
power.total_mw = 0.185
leakage_nw = 0.867
switchingPower_mw = 0.0424
sequentialPowerShare_pct = 19.2
power_frac_clock_pct = 0
internal-power_mw = 0.143
swShare_pct = 22.9
ir_drop_uv = 47.4
combPwrFrac_pct = 80.8
p_per_area_nw_per_um2 = 93.5

[job]
drv_cap = 0
openroad.warnings = 32

[route]
n_antenna_cell = 0
first_iter_violations = 16
via_count = 961
vias_per_cell = 3.75
wl_um = 3510
routedWlPerCell_um = 13.7
first_pass_iters = 3
drcViolationCount = 0
ant_nets = 0

[placed_design]
hpwl_um = 2810
placed_area_um2 = 1970
place.gp.congestion = 0.700
placedCellCount = 255
io_buffers = 98

[clock_network]
post_cts_buffers = 0

[outcome]
outcome = finished clean
[cell usage after synthesis]
cell     instances  area (um^2)
a22o_1          24          210
and2_4           1         8.76
buf_2            1         5.00
buf_6            5         56.3
conb_1           1         3.75
dlxtn_1         32          480
nand2_1          2         7.51
nor2_1           2         7.51
o21ai_0          1         5.00
o22a_1           7         61.3
or2_2            1         6.26
[metrics by stage]
step,utilization [%],setup WS (ps)
after floorplan,-,1100
after CTS,42.5,145
final,42.5,174
after global placement,42.2,-13.5
after global routing,42.5,39.2
after detailed placement,42.2,-14.3
[area by class of cell]
class                   instances  area share (%)
well taps                      54            3.41
flip-flops and latches         32            24.3
multi-input cells              72            22.9
repair buffers                 98            49.4
[worst max-delay path by stage]
stage       start  cells after the start  slack, ps        end
4_1_cts   Iord[1]                      5        140  saida[21]
5_1_grt   Iord[1]                      5         40  saida[21]
6_report  Iord[1]                      5        170  saida[21]
[logic make-up (layout without fill, tap and decap cells)]
logic type,Yosys count,count (layout)
compound gates,32,32
buf+inv,6,98
latches,32,32
simple gates,6,8
other cells,1,32
[power groups by stage]
stage / Sequential (mW) / Combinational [mW] / Clock [mW]
6_report: 0.0356 / 0.150 / 0
5_1_grt: 0.0370 / 0.164 / 0
4_1_cts: 0.0358 / 0.153 / 0
[cell usage in the layout (no fill, tap or decap), drive strengths merged]
cell type / count
dlxtn: 32
and2: 2
o21ai: 1
o22a: 7
clkdlybuf4s50: 96
or2: 1
a22o: 24
nor2: 3
dlygate4sd2: 2
nand2: 2
conb: 32
[what timing repair did]
action | CTS | global route
setup endpoints to repair | 1 | 0
hold buffers | 0 | 0
resized | 5 | 0
[layer usage]
layer | up-vias | wire (um)
met4 | 0 | 0
met5 | - | 0
met1 | 396 | 1410
li1 | 507 | -
met2 | 58 | 1560
met3 | 0 | 536
