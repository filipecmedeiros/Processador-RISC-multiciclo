## run.sh

```bash
#!/bin/bash
# OpenROAD 26Q1-2900-gdf79404cd8, Yosys 0.63+post, stock flow scripts
make -C /OpenROAD-flow-scripts/flow DESIGN_CONFIG=/design/flow/config.mk WORK_HOME=/design/flow/orfs finish
```

## design.v

```verilog
module Mux_3Bits_Memtoreg(input [31:0]entrada1, input [31:0]entrada2, input [31:0]entrada3, input [31:0]entrada4, input [31:0]entrada5, input [31:0]entrada6, input [31:0]entrada7, 
						  input [2:0]memtoreg, output logic [31:0]saida);
	always@(*) begin
		if(memtoreg == 3'b000) begin 			
			saida = entrada1;  					 
		end else if(memtoreg == 3'b001) begin 	
			saida = entrada2; 					 
		end else if(memtoreg == 3'b010) begin
			saida = entrada3; 					 
		end else if(memtoreg == 3'b011) begin
			saida = entrada4; 					 
		end else if(memtoreg == 3'b100) begin
			saida = entrada5;					 
		end else if(memtoreg == 3'b101) begin
			saida = entrada6;					 
		end else if(memtoreg == 3'b110) begin
			saida = entrada7; 					 
		end else if(memtoreg == 3'b111) begin
			saida = 8'b11100011;				 
		end
	end
endmodule 
```

## config.mk

```make
export PLATFORM = sky130hd
export DESIGN_NAME = Mux_3Bits_Memtoreg
export DESIGN_NICKNAME = Mux_3Bits_Memtoreg
export VERILOG_FILES = /design/flow/design.v
export SDC_FILE = /design/flow/constraint.sdc
export NUM_CORES = 4
export LEC_CHECK = 1
export CORE_AREA = 10 10 108 108
export DIE_AREA = 0 0 118 118
```

## constraint.sdc

```tcl
current_design Mux_3Bits_Memtoreg

set clk_period 5.2
set clk_io_pct 0.2

create_clock -name clk0 -period $clk_period

set non_clock_inputs [all_inputs -no_clocks]
set_input_delay [expr $clk_period * $clk_io_pct] -clock clk0 $non_clock_inputs
set_output_delay [expr $clk_period * $clk_io_pct] -clock clk0 [all_outputs]
```

==> flow_metrics.tcl <==
# flow metrics
set metrics [dict create \
    outcome "complete, no violations" \
    p_sw_uw 118.3 \
    irDropWorstVdd_uv 53.07 \
    unclocked_pins 32 \
    drc 0 \
    cp-endpoint "saida[5]" \
    finalCriticalPeriod_ns 4.788 \
    grt_pass1_wl_mm 21.44 \
    rsz0062_at_grt "no" \
    gp_congestion 0.9800 \
    grt.total_usage_pct 19.40 \
    finalSetupViolCount 0 \
    grt_max_degree 100 \
    place_inst 715 \
    power_frac_seq_pct 8.1 \
    finalWirelength_mm 14.02 \
    io_buffer_count 259 \
    chipArea_mm2 0.01392 \
    async_flop_share_pct 0 \
    syn_inst 324 \
    worstSetupStartpointType "primary input" \
    enable_flop_cells 0 \
    tightest_slew_ns 0.9090 \
    drv_cap 0 \
    max_freq_mhz 208.9 \
    ant_nets 0 \
    initial_core_util_pct 29.26 \
    first_pass_iters 7 \
    rows 35 \
    die_height_um 118 \
    hpwlAfterDp_mm 11.66 \
    internal_power_uw 285.2 \
    cp_max_fo 99 \
    areaGrowthSynthToFinish_pct 97.70 \
    ys_ff 32 \
    p_per_area_mw_per_mm2 75.14 \
    timing.final.crit_share_pct 92.08 \
    wl_per_cell_um 19.63 \
    warnings 33 \
    post_cts_resized 0 \
    antenna_cells_inserted 0 \
    cp.depth 7 \
    path_buffers 3 \
    arrival_ns 3.75 \
    fa_ha_area_share_pct 0 \
    ys_area_mm2 0.002716 \
    slowest_stage "buf_6" \
    synth.logic.top_family "AND-OR/OR-AND gates" \
    netlist_area_mm2 0.002716 \
    simple_gate_area_share_pct 16.67 \
    path_cells "buf_6 -> nand2b_1 -> buf_4 -> o22ai_1 -> a221oi_2 -> dlxtn_1 -> clkdlybuf4s50_1" \
    core_region_area_mm2 0.009284 \
    grt_remaining_overflow 0 \
    postCtsSetupRepairBufs 0 \
    p_leak_nw 2.133 \
    xor_share_pct 0 \
    pwr-share-clk_pct 0 \
    yosysWarnings 1 \
    hold_viol 0 \
    synth.cellmix.compoundShare_pct 29.62 \
    untimed_endpoints 32 \
    grt_antenna_before_repair 0 \
    report.final.slew_viol_count 0 \
    fp.dieW_um 118 \
    pin_count 259 \
    yosys_cells 324 \
    drt_iter0_markers 182 \
    largest_reg_flops 32 \
    ys_types 29 \
    vias_per_cell 4.759 \
    mux_area_share_pct 26.39 \
    combPwrFrac_pct 91.9 \
    vias 3398 \
    synth.avg_cell_area_um2 8.384 \
    grt_pass1_vias 3563 \
    ctsHoldBuffers 0 \
    worstSetupPathType "in -> out" \
    cp_data_required_time_ns 4.16 \
    ff_type "dlxtn_1" \
    max_stage_delay_ns 0.66 \
    swShare_pct 29.31 \
    max_slew_margin_pct 39.40 \
    stdcell_count 714 \
    endpoint_kind "output pin" \
    crit_family "buffers and inverters" \
    drive_above_1_share_pct 7.350 \
    critPathLaunch "memtoreg[0]" \
]
==> power by group through the flow <==
stage | clock network [mW] | logic [mW] | registers, mW
4_1_cts | 0 | 0.376 | 0.0327
5_1_grt | 0 | 0.404 | 0.0342
6_report | 0 | 0.371 | 0.0326
==> cells in the mapped netlist, types with 2 or more instances <==
cell / instances / share of area, %
mux4_2: 4 / 3.3
dlxtn_1: 32 / 18
clkbuf_1: 3 / 0.41
a21oi_1: 30 / 5.5
nand2b_1: 47 / 11
mux2_2: 28 / 12
nand2_1: 16 / 2.2
mux2i_1: 30 / 11
o221ai_1: 12 / 3.9
nor2_1: 15 / 2.1
a2bb2oi_1: 15 / 4.8
and2b_1: 3 / 0.83
inv_2: 2 / 0.28
o32a_1: 15 / 5.5
buf_6: 7 / 2.9
buf_8: 2 / 1.1
inv_1: 2 / 0.28
buf_4: 7 / 1.9
o22ai_1: 5 / 1.2
a22oi_1: 24 / 6.6
buf_2: 14 / 2.6
o21ai_1: 4 / 0.74
==> cells in the final DEF, fill, tap and decap left out, types with 2 or more instances in the layout <==
cell type | synthesis | layout
inv_1 | 2 | 2
o21ai_1 | 4 | 4
and2b_1 | 3 | 3
mux2_2 | 28 | 28
o32a_1 | 15 | 15
a2bb2oi_1 | 15 | 15
mux4_2 | 4 | 4
clkdlybuf4s50_1 | 0 | 257
conb_1 | 1 | 32
nor2_1 | 15 | 15
o221ai_1 | 12 | 12
o22ai_1 | 5 | 5
a21oi_1 | 30 | 30
mux2i_1 | 30 | 30
nand2b_1 | 47 | 47
inv_2 | 2 | 2
a22oi_1 | 24 | 24
nand2_1 | 16 | 16
buf_4 | 7 | 4
dlxtn_1 | 32 | 32
==> metal layers <==
layer / part of all wire, % / vias up / wire length [µm] / global-route usage, %
li1: - / 1716 / - / -
met1: 40 / 1510 / 5624 / 23.28
met2: 49 / 168 / 6931 / 34.27
met3: 10 / 4 / 1397 / 6.709
met4: 0.44 / 0 / 62 / 0.7728
met5: 0 / - / 0 / 0
==> area by class of cell <==
cell class	count	area, µm²
fill	865	3914
inverter	4	15.01
multi-input combinational	286	2095
sequential	32	480.5
tap	129	161.4
timing repair buffer	263	2619
==> through the flow <==
step	instance area, µm²	power (mW)	worst slack [ns]	utilization [%]	TNS [ns]
2_1_floorplan	2833	0.1867	1.991	-	0
3_3_place_gp	5374	0.4046	-0.08592	57.88	-0.3387
3_5_place_dp	5374	0.4068	-0.1059	57.88	-0.4500
4_1_cts	5366	0.4082	0.09215	57.80	0
5_1_grt	5370	0.4384	0.2596	57.84	0
6_report	5370	0.4035	0.4120	57.84	0
==> kinds of logic after synthesis <==
family	count (synthesis)
AOI/OAI and AO/OA	108
and+or+nand+nor	83
buffers and inverters	37
latches	32
muxes	63
other	1
Power figures rest on the tool's default switching activity, not on a simulated workload.
